$ cat flow/config.mk
export PLATFORM = sky130hd
export DESIGN_NAME = pattern_hist_table
export DESIGN_NICKNAME = pattern_hist_table
export VERILOG_FILES = /design/flow/design.v
export SDC_FILE = /design/flow/constraint.sdc
export NUM_CORES = 4
export LEC_CHECK = 1
export CORE_UTILIZATION = 40
$ cat flow/constraint.sdc
current_design pattern_hist_table

set clk_period 7.4
set clk_io_pct 0.2

create_clock -name clk0 -period $clk_period [get_ports {clk}]

set non_clock_inputs [all_inputs -no_clocks]
set_input_delay [expr $clk_period * $clk_io_pct] -clock clk0 $non_clock_inputs
set_output_delay [expr $clk_period * $clk_io_pct] -clock clk0 [all_outputs]
$ cat flow/design.v
package lc3b_types;
typedef logic [15:0] lc3b_word;
typedef logic [127:0] lc3b_line;
typedef logic  [7:0] lc3b_byte;
typedef logic  [8:0] lc3b_offset9;
typedef logic  [5:0] lc3b_offset6;
typedef logic  [10:0] lc3b_offset11;
typedef logic  [4:0] lc3b_imm5;
typedef logic [3:0] lc3b_imm4; 
typedef logic [7:0] lc3b_trapvect8;
typedef logic  [2:0] lc3b_reg;
typedef logic  [2:0] lc3b_nzp;
typedef logic  [1:0] lc3b_mem_wmask;
typedef logic  [127:0] lc3b_8words;
typedef logic  [2:0] lc3b_c_index;
typedef logic  [3:0] lc3b_c_offset;
typedef logic  [8:0] lc3b_c_tag;
typedef logic  [3:0] lc3b_cl2_index;
typedef logic  [7:0] lc3b_cl2_tag;
typedef logic [1:0] lc3b_sel2;
typedef enum bit [3:0] {
    op_add  = 4'b0001,
    op_and  = 4'b0101,
    op_br   = 4'b0000,
    op_jmp  = 4'b1100,    
    op_jsr  = 4'b0100,    
    op_ldb  = 4'b0010,
    op_ldi  = 4'b1010,
    op_ldr  = 4'b0110,
    op_lea  = 4'b1110,
    op_not  = 4'b1001,
    op_rti  = 4'b1000,
    op_shf  = 4'b1101,
    op_stb  = 4'b0011,
    op_sti  = 4'b1011,
    op_str  = 4'b0111,
    op_trap = 4'b1111
} lc3b_opcode;
typedef enum bit [3:0] {
    alu_add,
    alu_and,
    alu_not,
    alu_pass,
    alu_sll,
    alu_srl,
    alu_sra
} lc3b_aluop;
typedef struct packed {
lc3b_opcode opcode;
lc3b_aluop aluop;
logic load_cc;
logic load_regfile;
logic storemux_sel;
logic destmux_sel;
logic [2:0] alumux8_sel;
logic alumux2_sel;
logic [1:0] aluoutmux_sel;
logic [1:0] wbmux_sel;
logic ldbmux_sel;
logic [1:0] mem_byte_enable;
logic mem_read;
logic mem_write;
logic sr2mux_sel;
logic mem_mar_sel;
logic sr1use;
logic sr2use;
} lc3b_control_word;
endpackage : lc3b_types
interface wishbone (input wire CLK);
  logic [127:0] DAT_M, DAT_S;
  logic ACK, CYC, STB, RTY, WE;
  logic [11:0] ADR;
  logic [15:0] SEL;
  modport master (
	input DAT_S, CLK, ACK, RTY,
	output DAT_M, CYC, STB, WE, SEL, ADR
  );
  modport slave (
	input DAT_M, CLK, CYC, STB, WE, SEL, ADR,
	output DAT_S, ACK, RTY
  );
endinterface
module pattern_hist_table #(parameter entry = 8)
(
    input clk,
    input load,
    input [1:0] in,
    input [entry-1:0] read_index,
	 input [entry-1:0] write_index,
    output logic [1:0] pht_out,  
	 output logic [1:0] current_state
);
logic [1:0] data [2**entry-1:0]  ;
initial
begin
    for (int i = 0; i < $size(data); i++)
    begin
        data[i] = 2'b11;
    end
end
always_ff @(posedge clk)
begin
    if (load == 1)
    begin
        data[write_index] = in;
    end
end
always_comb
begin
    pht_out = data[read_index];
	 current_state = data[write_index];
end
endmodule : pattern_hist_table
$ cat flow/run.sh
#!/bin/bash
# OpenROAD 26Q1-2900-gdf79404cd8, Yosys 0.63+post, stock flow scripts
make -C /OpenROAD-flow-scripts/flow DESIGN_CONFIG=/design/flow/config.mk WORK_HOME=/design/flow/orfs finish
==> out/results.txt <==
Cells after Synth: 1744
Largest stage delay, worst path: 0.75 ns
Root Driver: clkbuf_16
Ys Warns: 1
Hold WS: 1.28 ns
Port Buffers: 23
Worst hold start: in[0]
Setup TNS: 0 ns
Max reg flops: 512
Number of global-route vias before repair: 17800
I/O pins: 24
Total die size: 0.0654 mm2
# DRC: 0
Hold WC Path Type: input pin to flip-flop
Remaining global-route overflow: 0
Power density cells: 231 mW/mm2
Worst EP required: 5.92 ns
RSZ-0062 raised after global routing: false
Critical Path AT: 5.14 ns
Synthesized area: 0.0258 mm2
DR iter-0 viols: 1265
Largest net degree at the start of global routing: 108
CTS Buf Count: 53
Area grow syn2layout: 11.3%
Top cells by area: edfxtp_1, mux4_2, mux2i_1
Max rail drop VDD: 0.000208 V
Max-cap violations: 0
Main synth FF type: edfxtp_1
Initial antenna violation count: 1
Vias: 16600
Htree depth: 2
FP Util: 40.7%
Largest area contributor in the netlist: edfxtp_1
CTS Hold Bufs: 0
Period utilization: 89.5%
Worst-path fanout max: 51
Worst Setup Start Kind: input pin
Max-slew violation count: 0
Least-Margin Pin Slew: 0.957 ns
Slowest stage cell, crit path: nor4_1
Die width: 256 um
# fillers: 5486
Log Warnings: 27
Gpl congestion: 1.00
Clk sinks: 512
Setup Fix Bufs, Post-CTS: 0
CP cell instances: buf_6 -> buf_4 -> mux4_2 -> mux2i_1 -> a2111oi_0 -> nor4_1 -> nor4_1 -> clkdlybuf4s50_1
Mean Syn Cell Area: 14.8 um2
Layout cells sized above 1: 18.5%
WP buf/inv: 3
Placed insts: 2532
Finish-stage setup viols: 0
CTS tree: built
Worst Setup Path Type: input pin to output pin
# rows: 92
EDFF count, synth: 512
First-pass GRT wire length: 117 mm
Resized Gates After CTS: 0
Rel. slew slack: 35.9%
Synth top area share: 59.7%
Register share after synthesis: 59.7%
Final Util: 45.3%
Worst setup EP type: output pin
Clock slew at reported path FFs: 0.06 ns
Inserted Diodes: 0
Worst setup path start: read_index[0]
Vias per cell: 6.30
First-pass DRT Iterations: 5
Final Hold Fails: 0
P_leak: 0.00920 uW
Netlist cell types: 62
Fmax achieved: 0.151 GHz
Total Wirelength: 79.4 mm
Post-synth regs: 512
YS chip area: 0.0258 mm2
Core box area: 0.0633 mm2
Status: finished, final reports clean
Post-DP HPWL: 52.7 mm
Ys async rst share: 0%
Clk buf depth: 3
Chip Height: 256 um
Final Instance Count excl. Fillers: 2627
Most used cell, CP: nor4_1
Delay-heaviest family, CP: buffers and inverters
WL per Instance: 30.2 um
Ys cells: 1744
GRT Total Usage: 26.5%
Post-DRT Antenna Nets: 0
Final min period: 6.62 ns
-- worst paths after layout --
path / endpoint / cells after the start
setup / recovery: pht_out[1] / 8
hold / removal: data[222][0] / 1
-- per-stage QoR --
stage	power, uW	worst slack, ns	cell area [um2]
finish	6640	0.780	28700
global route	6810	0.386	28700
CTS	6670	0.698	28700
detailed placement	3810	0.712	26800
global placement	3810	0.728	26800
floorplan	3590	2.72	25800
-- layout by cell type, fill, tap and decap left out, types with 12 or more instances in the layout --
cell,count
o22ai_1,42
a211oi_1,20
nand2_1,47
nand4_1,21
mux4_2,143
a22oi_1,58
edfxtp_1,512
clkbuf_16,54
nand3_1,42
a221oi_1,13
nor2_1,257
mux2i_1,232
clkdlybuf4s50_1,15
nor3_1,40
a22o_1,12
buf_4,75
nor4_1,16
-- routing by layer --
metal | track usage (%) | up-vias | share of wire [%]
met5 | 0.731 | - | 0.11
met4 | 6.15 | 4 | 3.1
met3 | 18.7 | 157 | 17
met2 | 37.9 | 1097 | 45
met1 | 34.2 | 8281 | 36
li1 | - | 7014 | -
-- area by class of cell --
| cell class | instances | area [um2] | area share [%] |
|---|---|---|---|
| well taps | 846 | 1060 | 3.69 |
| clock buffers | 59 | 1370 | 4.78 |
| multi-input cells | 1067 | 9490 | 33.1 |
| repair buffers | 101 | 866 | 3.02 |
| clock inverters | 36 | 502 | 1.75 |
| flip-flops and latches | 512 | 15400 | 53.6 |
| inverters | 6 | 23.8 | 0.0829 |
-- synthesized netlist by cell type, types with 7 or more instances --
library cell    n
mux4_2        143
a22oi_1        58
mux4_1          8
buf_4          38
nand2_1        47
a31oi_1        10
and2_1          8
edfxtp_1      512
a221oi_1       13
nand2b_1        7
buf_2          35
o22ai_1        42
mux2i_1       232
buf_6          12
clkbuf_1       63
nor4_1         16
nor3_1         40
nor2_1        257
nor2b_1        12
a22o_1         12
nand4_1        21
buf_1           9
a211oi_1       20
a21oi_1        11
nand3_1        42
-- power by group --
group / internal (uW) / total [uW] / switching (uW) / leakage [uW]
logic: 198 / 561 / 363 / 0.00371
clock network: 1720 / 2880 / 1160 / 0.000883
registers: 3200 / 3200 / 2.81 / 0.00460
total: 5120 / 6640 / 1520 / 0.00920
-- kinds of logic (layout without fill, tap and decap cells) --
kind of cell,count (synthesis),in the layout,share of synthesized area [%]
multiplexers,386,386,22.5
buffers and inverters,165,202,3.56
AND/OR/NAND/NOR,481,481,8.61
AND-OR/OR-AND,200,200,5.72
flip-flops,512,512,59.7
Power figures rest on the tool's default switching activity, not on a simulated workload.
