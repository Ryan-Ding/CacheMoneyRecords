$ cat design/flow/design.v
package lc3b_types;
typedef logic [15:0] lc3b_word;
typedef logic [127:0] lc3b_line;
typedef logic  [7:0] lc3b_byte;
typedef logic  [8:0] lc3b_offset9;
typedef logic  [5:0] lc3b_offset6;
typedef logic  [10:0] lc3b_offset11;
typedef logic  [4:0] lc3b_imm5;
typedef logic [3:0] lc3b_imm4; 
typedef logic [7:0] lc3b_trapvect8;
typedef logic  [2:0] lc3b_reg;
typedef logic  [2:0] lc3b_nzp;
typedef logic  [1:0] lc3b_mem_wmask;
typedef logic  [127:0] lc3b_8words;
typedef logic  [2:0] lc3b_c_index;
typedef logic  [3:0] lc3b_c_offset;
typedef logic  [8:0] lc3b_c_tag;
typedef logic  [3:0] lc3b_cl2_index;
typedef logic  [7:0] lc3b_cl2_tag;
typedef logic [1:0] lc3b_sel2;
typedef enum bit [3:0] {
    op_add  = 4'b0001,
    op_and  = 4'b0101,
    op_br   = 4'b0000,
    op_jmp  = 4'b1100,    
    op_jsr  = 4'b0100,    
    op_ldb  = 4'b0010,
    op_ldi  = 4'b1010,
    op_ldr  = 4'b0110,
    op_lea  = 4'b1110,
    op_not  = 4'b1001,
    op_rti  = 4'b1000,
    op_shf  = 4'b1101,
    op_stb  = 4'b0011,
    op_sti  = 4'b1011,
    op_str  = 4'b0111,
    op_trap = 4'b1111
} lc3b_opcode;
typedef enum bit [3:0] {
    alu_add,
    alu_and,
    alu_not,
    alu_pass,
    alu_sll,
    alu_srl,
    alu_sra
} lc3b_aluop;
typedef struct packed {
lc3b_opcode opcode;
lc3b_aluop aluop;
logic load_cc;
logic load_regfile;
logic storemux_sel;
logic destmux_sel;
logic [2:0] alumux8_sel;
logic alumux2_sel;
logic [1:0] aluoutmux_sel;
logic [1:0] wbmux_sel;
logic ldbmux_sel;
logic [1:0] mem_byte_enable;
logic mem_read;
logic mem_write;
logic sr2mux_sel;
logic mem_mar_sel;
logic sr1use;
logic sr2use;
} lc3b_control_word;
endpackage : lc3b_types
interface wishbone (input wire CLK);
  logic [127:0] DAT_M, DAT_S;
  logic ACK, CYC, STB, RTY, WE;
  logic [11:0] ADR;
  logic [15:0] SEL;
  modport master (
	input DAT_S, CLK, ACK, RTY,
	output DAT_M, CYC, STB, WE, SEL, ADR
  );
  modport slave (
	input DAT_M, CLK, CYC, STB, WE, SEL, ADR,
	output DAT_S, ACK, RTY
  );
endinterface
module mux2 #(parameter width = 16)
(
input sel,
input [width-1:0] a, b,
output logic [width-1:0] f
);
always_comb
begin
if (sel == 0)
f = a;
else
f = b;
end
endmodule : mux2
module mux4 #(parameter width = 16)
(
input [1:0] sel,
input [width-1:0] a, b, c, d,
output logic [width-1:0] f
);
always_comb
begin
if (sel == 2'b00)
f = a;
else if (sel == 2'b01)
f = b;
else if (sel == 2'b10)
f = c;
else
f = d;
end
endmodule : mux4
module mux8 #(parameter width = 16)
(
input [2:0] sel,
input [width-1:0] a, b, c, d, e, f, g, h,
output logic [width-1:0] out
);
always_comb
begin
	if (sel == 3'b000)
		out = a;
	else if (sel == 3'b001)
		out = b;
	else if (sel == 3'b010)
		out = c;
	else if (sel == 3'b011)
		out = d;
	else if (sel == 3'b100)
		out = e;
	else if (sel == 3'b101)
		out = f;
	else if(sel == 3'b110)
		out = g;
	else 
		out = h;
end
endmodule : mux8
module mux16 #(parameter width = 16)
(
input [3:0] sel,
input [width-1:0] a, b, c, d, e, f, g, h, i, j, k, l, m, n, o, p,
output logic [width-1:0] out
);
always_comb
begin
	if (sel == 4'b0000)
		out = a;
	else if (sel == 4'b0001)
		out = b;
	else if (sel == 4'b0010)
		out = c;
	else if (sel == 4'b0011)
		out = d;
	else if (sel == 4'b0100)
		out = e;
	else if (sel == 4'b0101)
		out = f;
	else if(sel == 4'b0110)
		out = g;
	else if(sel == 4'b0111)
		out = h;
	else if(sel == 4'b1000)
		out = i;
	else if(sel == 4'b1001)
		out = j;
	else if(sel == 4'b1010)
		out = k;
	else if(sel == 4'b1011)
		out = l;
	else if(sel == 4'b1100)
		out = m;
	else if(sel == 4'b1101)
		out = n;
	else if(sel == 4'b1110)
		out = o;
	else
		out = p;
end
endmodule : mux16
$ cat design/flow/run.sh
#!/bin/bash
# OpenROAD 26Q1-2900-gdf79404cd8, Yosys 0.63+post, stock flow scripts
make -C /OpenROAD-flow-scripts/flow DESIGN_CONFIG=/design/flow/config.mk WORK_HOME=/design/flow/orfs finish
$ cat design/flow/config.mk
export PLATFORM = sky130hd
export DESIGN_NAME = mux16
export DESIGN_NICKNAME = mux16
export VERILOG_FILES = /design/flow/design.v
export SDC_FILE = /design/flow/constraint.sdc
export NUM_CORES = 4
export LEC_CHECK = 1
export CORE_AREA = 10 10 138 138
export DIE_AREA = 0 0 148 148
$ cat design/flow/constraint.sdc
current_design mux16

set clk_period 11.6
set clk_io_pct 0.2

create_clock -name clk0 -period $clk_period

set non_clock_inputs [all_inputs -no_clocks]
set_input_delay [expr $clk_period * $clk_io_pct] -clock clk0 $non_clock_inputs
set_output_delay [expr $clk_period * $clk_io_pct] -clock clk0 [all_outputs]
==> run notes <==
Reports from this run.

- The run finished with clean final reports.
- The global-route total usage across every layer is 19.2%.
- The delay contributed by the slowest stage of the critical path reads 0.54 ns.
- The initial cell density of the core is 20.5%.
- The upper clock frequency limit is 130 MHz.
- The cell type of the slowest stage on the worst timing path is buf_4.
- The first detailed-routing pass took 5 iterations.
- The total routed wirelength is 22300 um.
- The sequential cells in the finished layout cover a total of 0 um2.
- The main area contributors are mux4_2 10%, mux2i_1 8.0%, a21oi_1 7.5%.
- The overflow left after global routing reads 0.
- The number of hold buffers added after CTS was 0.
- Per the detail_route report, routed wire per instance is 24.1 um.
- The final-layout clock buffer total is 0.
- The net switching fraction of the power reads 39.3%.
- Per the cell usage report, the commonest logic cells after layout are 272 x clkdlybuf4s50_1, 49 x a21oi_1, 49 x nand2_1, 47 x o21ai_0, 41 x nor2_1.
- The met3 track utilization from global routing reads 5.73%.
- The switching power summed over all nets is 0.0000912 W.
- The post-route clock period utilization reads 66.4%.
- Setup repair after global routing left no endpoint under its margin.
- The via total after detailed routing is 4856.
- For reference, the post-synthesis area per instance comes to 6.89 um2.
- The total standard cell area after synthesis is 3270 um2.
- The startpoint identified for the worst hold timing path is sel[1].
- The cell internal power dissipation is 0.000141 W.
- The final sequential cell count reads 0.
- After synthesis, the chip area reported by Yosys is 3270 um2.
- The wire length of the first global-routing pass reads 32200 um.
- The remaining max-slew budget at the tightest pin reads 43.9%.
- The post-layout minimum cycle time is 7.70 ns.
- The classification of the worst setup path is in -> out.
- The final setup violation count reads 0.
- The cell row count reads 46.
- The portion of total power attributed to combinational logic is 100.0%.
- The number of fill cells reads 1733.
- The nature of the critical path endpoint is an output port.
- The final hold violation count reads 0.
- The peak supply drop is 0.0217 mV.
- The via count normalized by instance count reads 5.25.
- In this run the worst path has a maximum fanout of 46.
- The end-of-flow core utilization is 37.6%.
- The endpoint of the worst hold-timing path reads out[11].
- The sequential group share of total power reads 0%.
- According to the floorplan report, the die height is 148 um.
- The estimated wirelength of the detail-placed design reads 17800 um.
- Per the synthesis report, the number of distinct cell types is 66.
- Setup total negative slack on the finished layout was measured at 0 ns.
- The count of buffers added by post-CTS timing repair for setup reads 0.
- Looking at the global route congestion table, the highest-usage layer is met2.
- The number of placed I/O pins is 276.
- In the global route stage, met2 resource usage came out at 31.4%.
- By instance count after routing, the leading logic cell type is clkdlybuf4s50_1.
- The congestion estimate from routability-driven global placement came to 0.900.
- The initial antenna violation count reads 3.
- The cell count listed in synth_stat.txt is 475.
- The data arrival at the endpoint of the critical path is 5.38 ns.
- The total core area reads 16000 um2.
- The max-capacitance violation count reads 0.
- In this run the power density over the cells is 38.6 nW/um2.
- The number of pins with negative max-slew slack in the final report reads 0.
- The total number of warnings across the stage logs reads 32.
- The number of port buffers reads 276.
- Warnings reported by Yosys during synthesis add up to 1.
- The share of post-route cells with drive strength above 1 is 6.36%.
- Per the post-run analysis, buffers plus inverters along the critical path come to 4.
- The met1 capacity usage during global routing reads 24.8%.
- The instance count of the mapped netlist reads 475.
- The largest area contributor in the synthesized netlist reads mux4_2.
- The overall die width reads 148 um.
- Listed in order, past its start point the critical path passes buf_2 > buf_4 > inv_1 > nor2_1 > a221oi_1 > a211o_1 > a21oi_1 > clkdlybuf4s50_1.
- The share of the synthesized area in the top cell type reads 10.3%.
- The leakage power in the latest report is 2.17 nW.
- The measured slew at the worst slew-check pin is 0.838 ns.
- The number of gates resized after cts is 0.
- The largest net degree at the start of global routing is 64.
- Looking at the power breakdown, the clock network takes 0% of the total.
- The post-route DRC violation count is 0.
- The via count of the first global-routing pass came to 5060.
- The number of cells traversed by the worst hold path reads 4.
- The initial DRC count is 438.
- The count of nets left with antenna violations once routing finished came out at 0.
- The area added between synthesis and finish reads 84.0%.
- The dominant delay contributor by cell family on the critical path is buffers and inverters.
- STA classifies the critical path startpoint as an input port.
- The class of the tightest hold or removal check is in -> out.
- The sequential fraction of the synthesis area reads 0%.
- At the worst endpoint, the required time is 9.28 ns.
- The overall chip area is 21900 um2.
==> worst max path at each step <==
stage / start / to / slack (ns) / cells after the start
5_1_grt: sel[2] / out[9] / 3.76 / 8
4_1_cts: sel[0] / out[5] / 3.96 / 7
6_report: sel[2] / out[9] / 3.90 / 8
==> logic make-up after synthesis <==
logic type	Yosys count	share of synthesized area [%]
buffers and inverters	62	11.5
AOI/OAI and AO/OA	213	43.8
and+or+nand+nor	147	21.9
muxes	53	22.9
==> worst min-delay path, stage by stage <==
cell and delay [ns]:
buf_4 0.25, mux2i_1 0.21, a2bb2oi_1 0.08, clkdlybuf4s50_1 0.43
==> layout make-up <==
type	instances	area, um2	area share [%]
inverter	9	33.8	0.561
timing repair buffer	285	2820	46.7
antenna	2	5.00	0.0831
multi-input combinational	413	2900	48.1
tap	216	270	4.49
==> per-layer routing <==
metal  up-vias  part of all wire [%]
li1       2345                     -
met3        28                   9.2
met1      2253                    42
met4         2                   1.8
met5         -                 0.054
met2       228                    47
==> per-stage QoR <==
stage,hold slack (ns),area [um2],std cells,worst slack [ns],total power (W)
6_report,5.63,6020,925,3.90,0.000232
5_1_grt,5.68,6020,924,3.76,0.000251
4_1_cts,5.63,6020,923,3.96,0.000234
3_5_place_dp,5.63,6020,923,3.97,0.000233
3_3_place_gp,5.62,6020,923,3.98,0.000233
2_1_floorplan,4.73,3270,475,5.77,0.000100
==> power groups by stage <==
stage,Sequential [W],Clock (W),Combinational [W]
CTS,0,0,0.000234
global route,0,0.0000000000116,0.000251
finish,0,0.0000000000232,0.000232
==> cells in the mapped netlist, types with 3 or more instances <==
master / number
nand4b_1: 3
o221ai_1: 5
a311oi_1: 4
a211o_1: 3
nor4bb_1: 3
inv_1: 8
nand3_1: 6
and2_1: 3
mux4_2: 15
nor3_1: 6
mux2i_1: 26
a221o_1: 3
nor2_1: 41
o2bb2ai_1: 4
o21ai_0: 47
o22ai_1: 21
nand2_1: 49
a22oi_1: 7
a2bb2oi_1: 5
o32a_1: 4
buf_4: 9
and3_1: 3
nor2b_1: 9
a222oi_1: 5
a221oi_1: 8
a31oi_1: 7
a211oi_1: 5
o211a_1: 4
or3_1: 4
buf_6: 6
o32ai_1: 4
mux2_2: 10
nand2b_1: 12
buf_2: 25
clkbuf_1: 9
a21oi_1: 49
a32oi_1: 5
Power figures rest on the tool's default switching activity, not on a simulated workload.
