===== ./config.mk =====
export PLATFORM = sky130hd
export DESIGN_NAME = l2cache_control
export DESIGN_NICKNAME = l2cache_control
export VERILOG_FILES = /design/flow/design.v
export SDC_FILE = /design/flow/constraint.sdc
export NUM_CORES = 4
export LEC_CHECK = 1
export CORE_AREA = 10 10 70 70
export DIE_AREA = 0 0 80 80

===== ./constraint.sdc =====
current_design l2cache_control

set clk_period 2.1
set clk_io_pct 0.2

create_clock -name clk0 -period $clk_period [get_ports {clk}]

set non_clock_inputs [all_inputs -no_clocks]
set_input_delay [expr $clk_period * $clk_io_pct] -clock clk0 $non_clock_inputs
set_output_delay [expr $clk_period * $clk_io_pct] -clock clk0 [all_outputs]

===== ./design.v =====
package lc3b_types;
typedef logic [15:0] lc3b_word;
typedef logic [127:0] lc3b_line;
typedef logic  [7:0] lc3b_byte;
typedef logic  [8:0] lc3b_offset9;
typedef logic  [5:0] lc3b_offset6;
typedef logic  [10:0] lc3b_offset11;
typedef logic  [4:0] lc3b_imm5;
typedef logic [3:0] lc3b_imm4; 
typedef logic [7:0] lc3b_trapvect8;
typedef logic  [2:0] lc3b_reg;
typedef logic  [2:0] lc3b_nzp;
typedef logic  [1:0] lc3b_mem_wmask;
typedef logic  [127:0] lc3b_8words;
typedef logic  [2:0] lc3b_c_index;
typedef logic  [3:0] lc3b_c_offset;
typedef logic  [8:0] lc3b_c_tag;
typedef logic  [3:0] lc3b_cl2_index;
typedef logic  [7:0] lc3b_cl2_tag;
typedef logic [1:0] lc3b_sel2;
typedef enum bit [3:0] {
    op_add  = 4'b0001,
    op_and  = 4'b0101,
    op_br   = 4'b0000,
    op_jmp  = 4'b1100,    
    op_jsr  = 4'b0100,    
    op_ldb  = 4'b0010,
    op_ldi  = 4'b1010,
    op_ldr  = 4'b0110,
    op_lea  = 4'b1110,
    op_not  = 4'b1001,
    op_rti  = 4'b1000,
    op_shf  = 4'b1101,
    op_stb  = 4'b0011,
    op_sti  = 4'b1011,
    op_str  = 4'b0111,
    op_trap = 4'b1111
} lc3b_opcode;
typedef enum bit [3:0] {
    alu_add,
    alu_and,
    alu_not,
    alu_pass,
    alu_sll,
    alu_srl,
    alu_sra
} lc3b_aluop;
typedef struct packed {
lc3b_opcode opcode;
lc3b_aluop aluop;
logic load_cc;
logic load_regfile;
logic storemux_sel;
logic destmux_sel;
logic [2:0] alumux8_sel;
logic alumux2_sel;
logic [1:0] aluoutmux_sel;
logic [1:0] wbmux_sel;
logic ldbmux_sel;
logic [1:0] mem_byte_enable;
logic mem_read;
logic mem_write;
logic sr2mux_sel;
logic mem_mar_sel;
logic sr1use;
logic sr2use;
} lc3b_control_word;
endpackage : lc3b_types
interface wishbone (input wire CLK);
  logic [127:0] DAT_M, DAT_S;
  logic ACK, CYC, STB, RTY, WE;
  logic [11:0] ADR;
  logic [15:0] SEL;
  modport master (
	input DAT_S, CLK, ACK, RTY,
	output DAT_M, CYC, STB, WE, SEL, ADR
  );
  modport slave (
	input DAT_M, CLK, CYC, STB, WE, SEL, ADR,
	output DAT_S, ACK, RTY
  );
endinterface
module l2cache_control
(
	 input clk,
	 output logic way0_write,
	 output logic v0_in,
	 output logic dirty0_in,
	 output logic way1_write,
	 output logic v1_in,
	 output logic dirty1_in,
	 output logic way2_write,
	 output logic v2_in,
	 output logic dirty2_in,
	 output logic way3_write,
	 output logic v3_in,
	 output logic dirty3_in,
	 output logic lru_write,
	 output logic datainmux_sel,
	 output logic memaddrmux_sel,
	 input dirty,
	 input hit,
	 input [1:0] way_hit,
	 input [1:0] wb_way_sel,
	 input mem_ack,
	 input mem_rty,
	 output logic mem_cyc,
	 output logic mem_stb,
	 output logic mem_we,
	 input cpu_cyc,
	 input cpu_stb,
	 input cpu_we,
	 output logic cpu_ack,
	output logic reginmux_sel,
	 output logic addrregmux_sel,
	 output logic load_mar
);
enum int unsigned {
	 hit_idle,
	 allocate,
	 write_back,
	 strobe
} state, next_states;
always_comb
begin : state_actions
	 way0_write = 1'b0;
	 v0_in = 1'b0;
	 dirty0_in= 1'b0;
	 way1_write = 1'b0;
	 v1_in= 1'b0;
	 dirty1_in= 1'b0;
	 way2_write = 1'b0;
	 v2_in= 1'b0;
	 dirty2_in= 1'b0;
	 way3_write = 1'b0;
	 v3_in= 1'b0;
	 dirty3_in= 1'b0;
	 lru_write= 1'b0;
	 datainmux_sel= 1'b0;
	 memaddrmux_sel= 1'b0;
	 mem_cyc = 1'b0;
	 mem_stb = 1'b0;
	 mem_we = 1'b0;
	 cpu_ack = 1'b0;
	addrregmux_sel = 1'b0;
	 case(state)
		hit_idle: begin
			if (cpu_cyc & cpu_stb  & hit ) begin
				lru_write = 1;
				if (cpu_we) begin
					datainmux_sel = 1;
					if(way_hit == 2'b00) begin
						way0_write = 1;
						v0_in = 1;
						dirty0_in= 1;
					end
					else if(way_hit == 2'b01)  begin
						way1_write = 1;
						v1_in = 1;
						dirty1_in= 1;
					end
					else if(way_hit == 2'b10)  begin
						way2_write = 1;
						v2_in = 1;
						dirty2_in= 1;
					end
					else if(way_hit == 2'b11)  begin
						way3_write = 1;
						v3_in = 1;
						dirty3_in= 1;
					end
				end
				cpu_ack = 1'b1;
			end
		end
		allocate: begin
			mem_cyc = 1;
			mem_stb = 1;
			mem_we = 0;
			addrregmux_sel = 1;
			if(wb_way_sel == 2'b00)
				begin
				way0_write = 1;
				v0_in = 1;
				dirty0_in= 0;
				end
			else if(wb_way_sel == 2'b01)
				begin
					way1_write = 1;
					v1_in = 1;
					dirty1_in= 0;
				end
			else if(wb_way_sel == 2'b10)
			begin
					way2_write = 1;
					v2_in = 1;
					dirty2_in= 0;
			end
			else if(wb_way_sel == 2'b11)
			begin
				way3_write = 1;
				v3_in = 1;
				dirty3_in= 0;
			end
		end
		write_back: begin
			memaddrmux_sel = 1;
			mem_we = 1;
			mem_cyc = 1;
			mem_stb = 1;
			addrregmux_sel = 1;
		end
		strobe: begin
			mem_cyc = 0;
			mem_stb = 0;
		end
		default:  ;
	endcase
end
always_comb
begin : next_state_logic
	  next_states = state;
	  reginmux_sel = 0;
	  load_mar = 0;
	  case(state)
		hit_idle:	
			if(cpu_cyc & cpu_stb) begin
					if(hit == 1) next_states = hit_idle;
						else begin 
							load_mar = 1;
							if(dirty == 0) 
							begin
								next_states = allocate;
							end
							else 
							begin
								next_states = write_back;
								reginmux_sel = 1;
							end
						end
			end
		allocate: if (mem_ack == 0) next_states = allocate;
						else next_states = hit_idle;
		write_back: if (mem_ack == 0) next_states = write_back;
						else next_states = strobe;
		strobe: next_states = allocate;
	endcase
end
always_ff @(posedge clk)
begin: next_state_assignment
	 state <= next_states;
end
endmodule : l2cache_control

===== ./run.sh =====
#!/bin/bash
# OpenROAD 26Q1-2900-gdf79404cd8, Yosys 0.63+post, stock flow scripts
make -C /OpenROAD-flow-scripts/flow DESIGN_CONFIG=/design/flow/config.mk WORK_HOME=/design/flow/orfs finish

==> ci_impl_report.md <==
### Yosys + OpenROAD results

| Metric | Value |
|---|---|
| Seq pwr share | `35.5%` |
| Vias in the first global route | `488` |
| Seq share, synth | `23.8%` |
| CTS Buffer Depth | `2` |
| Element type at the critical path end | `primary output` |
| Largest net degree at the start of global routing | `7` |
| Syn Inst Count | `41` |
| CTS H-Tree Depth | `1` |
| I/O Pins | `34` |
| Status | `finished, final reports clean` |
| GRT Util Overall | `4.03%` |
| Congestion Overflow GR | `0` |
| Pwr/cell area | `270 mW/mm²` |
| Yosys synthesis chip area | `337 µm²` |
| Die Ht | `80 µm` |
| Wire length per cell | `11.3 µm` |
| Final Max Tran Viols | `0` |
| Filler Cells Inserted | `383` |
| Clock root cell | `clkbuf_4` |
| Startpoint Class | `input pin` |
| Hpwl dp | `1120 µm` |
| Seq. cell area | `81.3 µm²` |
| Gate Area | `224 µm²` |
| N_diodes | `0` |
| Crit share post-route | `97.7%` |
| Worst VDD drop | `158 µV` |
| Antenna viol nets, final | `0` |
| Final Routed Wirelength | `1400 µm` |
| Final Cell Area | `796 µm²` |
| Critical path class | `in2out` |
| Vias post-DR | `417` |
| Max FFs per register | `4` |
| Die x size | `80 µm` |
| DP Worst Slack | `-0.320 ns` |
| TritonCTS clock tree | `built` |
| DP Area | `722 µm²` |
| Initial antenna violation count | `0` |
| Yosys stat cell total | `41` |
| Clock Latency Late Sink | `0.23 ns` |
| Worst setup margin | `0.0483 ns` |
| Switching Share | `22.7%` |
| Drt pass-1 iters | `4` |
| Sw power | `48.9 µW` |
| Cell Type Count | `19` |
| Layout area overhead | `136%` |
| Tot Pwr | `215 µW` |
| Max cap viols | `0` |
| Layout Cells excl Fill | `124` |
| Post-synth top area cell | `dfxtp_1` |
| Tool warnings | `26` |
| # DRC | `0` |
| Routability cong. | `0.760` |
| Hold crit path type | `reg2reg` |
| Total die size | `0.00640 mm²` |
| Ys flops | `4` |
| CTS Buf Count | `3` |
| PortBufs | `32` |
| Critical Path AT | `1.63 ns` |
| Slew @ Worst Pin | `0.255 ns` |
| Core Box Area | `0.00342 mm²` |
| Vias per cell | `3.36` |
| CP max FO | `2` |
| Internal | `166 µW` |
| Top flop regs | `state: 4 flops` |
| Comb pwr share | `20.1%` |
| Clock Power Share | `44.4%` |
| Synth warn | `1` |
| F_max | `487 MHz` |
| Placed cell count | `120` |
| Mapped Area | `337 µm²` |
| Synth top area share | `23.8%` |
| Final critical path time including I/O delays and setup | `2.05 ns` |
| Top area cell types | `dfxtp_1, buf_4, nand4_4` |
| Final setup viols | `0` |
| Critical Path RT | `1.68 ns` |
| Cts hold-fix bufs | `0` |
| Syn avg cell area | `8.21 µm²` |
| Hold Vio Cnt, Final | `0` |
| DR iter-0 viols | `6` |
| CTS Sinks | `4` |
| Largest reg by FF count | `state` |
| P_leak | `0.369 nW` |
| Clock transition time at the flip-flop clock pins of the worst setup and hold paths | `0.04 ns` |
| Slew headroom | `83.0%` |
| First-pass GRT wire length | `2170 µm` |
| Share of cells above drive strength 1 | `35.9%` |
| Clock skew | `0.000213 ns` |
| FP Rows | `21` |
| FP Core Util | `9.85%` |
-- synthesized netlist by cell type --
cell type  number
buf_4           8
nand3b_1        2
o32ai_1         1
nand3_1         1
o22ai_2         1
nor2_1          4
nand2b_1        1
or3b_1          1
dfxtp_1         4
a221o_1         1
inv_1           5
o22ai_1         2
and4b_4         1
or2_2           1
and2_1          2
nand4_4         1
nand2_1         2
nor3_1          1
a22o_1          2
-- layer usage --
| layer | vias to the layer above | GRT usage, % | routed length, µm |
|---|---|---|---|
| li1 | 211 | - | - |
| met1 | 184 | 5.04 | 640 |
| met2 | 22 | 6.18 | 611 |
| met3 | 0 | 1.93 | 148 |
| met4 | 0 | 0.704 | 0 |
| met5 | - | 0 | 0 |
-- worst paths after layout --
kind,startpoint,endpoint,slack [ns],depth (start not counted)
worst max-delay path,wb_way_sel[1],way2_write,0.05,4
worst min-delay path,state[3]$_DFF_P_,state[2]$_DFF_P_,0.43,1
worst max register to register,state[0]$_DFF_P_,state[2]$_DFF_P_,1.06,3
worst min register to register,state[3]$_DFF_P_,state[2]$_DFF_P_,0.43,1
-- cell usage in the layout (no fill, tap or decap), types with 2 or more instances in the layout --
cell              n
clkdlybuf4s50_1  21
clkbuf_2          2
clkdlybuf4s15_1   2
nand3b_1          2
buf_4             8
o22ai_2           3
a22o_1            2
clkbuf_4          3
buf_6             2
dfxtp_1           3
inv_1             5
dlymetal6s2s_1    3
dlygate4sd2_1     3
nor2_1            3
nand2_1           2
-- worst max-delay path, stage by stage --
cell             delay (ns)
clkdlybuf4s50_1        0.47
nand2_1                0.09
o22ai_2                0.15
clkdlybuf4s50_1        0.49
-- power by group through the flow --
stage	sequential (mW)	clock [mW]	combinational, mW
4_1_cts	0.0763	0.102	0.0420
5_1_grt	0.0762	0.107	0.0471
6_report	0.0763	0.0953	0.0432
-- cell type report --
cell class | count | area share (%)
Tap cell | 46 | 7.23
Inverter | 5 | 2.36
Timing Repair Buffer | 42 | 49.2
Clock buffer | 3 | 2.83
Sequential cell | 4 | 10.2
Multi-Input combinational cell | 24 | 28.1
-- per-stage QoR --
stage	hold WS, ns	setup TNS, ns	utilization (%)
5_1_grt	0.448	-0.000554	23.3
2_1_floorplan	0.400	0	-
4_1_cts	0.430	0	22.7
3_5_place_dp	0.409	-3.71	21.1
3_3_place_gp	0.405	-3.46	21.1
6_report	0.428	0	23.3
-- kinds of logic (layout without fill, tap and decap cells) --
kind of cell           count (synthesis)  in the layout  share of synthesized area (%)
and+or+nand+nor                       17             17                           34.6
buffers and inverters                 13             50                           23.4
DFF                                    4              4                           23.8
AOI/OAI and AO/OA                      7              7                           18.2
-- timing repair --
item,CTS,global route
resized,16,15
pin swaps,5,3
setup buffers,1,0
setup endpoints to repair,17,7
Power figures rest on the tool's default switching activity, not on a simulated workload.
